[flow/run.sh]
#!/bin/bash
# OpenROAD 26Q1-2900-gdf79404cd8, Yosys 0.63+post, stock flow scripts
make -C /OpenROAD-flow-scripts/flow DESIGN_CONFIG=/design/flow/config.mk WORK_HOME=/design/flow/orfs finish
[flow/config.mk]
export PLATFORM = sky130hd
export DESIGN_NAME = lab3
export DESIGN_NICKNAME = lab3
export VERILOG_FILES = /design/flow/design.v
export SDC_FILE = /design/flow/constraint.sdc
export NUM_CORES = 4
export LEC_CHECK = 1
export CORE_UTILIZATION = 50
[flow/constraint.sdc]
current_design lab3

set clk_period 9.1
set clk_io_pct 0.2

create_clock -name clk0 -period $clk_period [get_ports {clk}]

set non_clock_inputs [all_inputs -no_clocks]
set_input_delay [expr $clk_period * $clk_io_pct] -clock clk0 $non_clock_inputs
set_output_delay [expr $clk_period * $clk_io_pct] -clock clk0 [all_outputs]
[flow/design.v]
`timescale 1ns / 1ps
module lab3(
  input  clk,             
  input  reset_n,         
  input  [3:0] usr_btn,   
  output [3:0] usr_led    
);
    reg pwm;
    reg [3:0] counter=4'b0000;
    reg [3:0] btn_chk=4'b0000;
    integer state=4;
    integer pwm_cnt=0;
    assign usr_led[0]= counter[0] && pwm;
    assign usr_led[1]= counter[1] && pwm;
    assign usr_led[2]= counter[2] && pwm;
    assign usr_led[3]= counter[3] && pwm;
    always@(posedge clk)
    begin
    if(!reset_n)
    begin
            btn_chk=4'b0000;
            counter=4'b0001;
            pwm_cnt=0;
            state=2;
    end
    else 
    begin 
        if(btn_chk[1] && !usr_btn[1])
                btn_chk[1]=1'b0;              
        if(!btn_chk[1])                       
        begin
          if(usr_btn[1])                      
          begin
             #40000000;                       
             if(usr_btn[1])                   
             begin
                if(counter!=4'b0111)
                   counter=counter+4'b0001;                 
                btn_chk[1]=1'b1;              
             end
          end 
        end
        if(btn_chk[0] && !usr_btn[0])
                btn_chk[0]=1'b0;
        if(!btn_chk[0])
        begin
            if(usr_btn[0])
            begin
            #40000000;
                if(usr_btn[0])
                begin
                    if(counter!=4'b0000 && counter!=4'b1000)
                            counter=counter-4'b0001;
                    else if(counter==4'b0000)
                            counter=4'b1111;                
                    btn_chk[0]=1'b1;   
                end   
            end
        end
        if(btn_chk[3] && !usr_btn[3])
                btn_chk[3]=1'b0;
        if(!btn_chk[3])
        begin
            if(usr_btn[3])
            begin
            #40000000;
            if(usr_btn[3])
                if(state!=4)
                    state=state+1;
            btn_chk[3]=1'b1;
            end
        end
        if(btn_chk[2] && !usr_btn[2])
                btn_chk[2]=1'b0;
        if(!btn_chk[2])
        begin
             if(usr_btn[2])
             begin
             #40000000;
                if(usr_btn[2])
                     if(state!=0)
                         state=state-1;
                 btn_chk[2]=1'b1;
             end
         end
     pwm_cnt=pwm_cnt+1;
     if(pwm_cnt==1000000)
            pwm_cnt=0;
     case(state)
         0:  pwm=(pwm_cnt>50000)?1'b0:1'b1; 
         1:  pwm=(pwm_cnt>250000)?1'b0:1'b1;
         2:  pwm=(pwm_cnt>500000)?1'b0:1'b1;
         3:  pwm=(pwm_cnt>750000)?1'b0:1'b1; 
         4:  pwm=1'b1; 
         default: pwm=1'b0; 
     endcase
     end
end
endmodule
==> out/notes.md <==
The tools report the launch instance of the worst register-to-register path as state[0]$_SDFF_PN0_. Overall power consumption after layout is estimated at 1.306 mW. The run gives 0.01317 ns as the clock tree skew after final layout. The share of flip-flops with an asynchronous set or reset was 0; the number of diodes added for antenna fixing was 0. The global routing usage summed across all routing layers is 0.2750. Cell internal power was estimated by the tool at 0.7126 mW. The run gives 15 for the number of cell instances on the worst register-to-register path. The post-placement cell area is 5722 um2. The biggest area consumer among synthesized cells is dfxtp_1.

The H-tree was split into 3 levels. The weighted congestion reported at the end of routability-driven placement came out at 0.9578. The synthesis report names the predominant flop master as dfxtp_1. Entering global routing, the biggest net connects 26 pins.

The post-synthesis to final-layout area growth was 5.435%. Per the cell usage report, the commonest logic cells after layout are 72 x nor2_1, 72 x dfxtp_1, 60 x xnor2_1, 53 x nand2_1, 51 x nand3_1. The run gives 0.5938 mW for the net switching power of the design.

The via count of the first global-routing pass was 4662. The fraction of power spent switching nets is 0.4545. For the sequential-to-total area share from yosys stat, the log shows 0.2630. The fraction of synthesized area in multiplexers was 0.02013; the post-detailed-route DRC marker count was 0. The aoi/oai-family share of the synthesized area came out at 0.1286. The first global-routing pass estimated 24180 um of wire. Type of the tightest min-delay check: flip-flop to flip-flop. From the final report, the count of setup violators was given as 0. The run gives 5898 um2 as the finished layout cell area. The count of mapped cells out of synthesis was 726; the routed wirelength normalized by instance count was 17.42 um. With the sum of negative setup slack at 0 ns, the total via count in the routed design is 5267. The number of different library cells in the post-synthesis netlist is 75, and the xor-xnor portion of the synthesized cell area is 0.1485. The number of filler instances in the final layout was 1044; the core box area was 10890 um2.

For this run, the slowest stage of the critical path takes 0.56 ns. The cell depth of the worst min-delay path was 1. Share of power burned in combinational logic: 0.484. The largest fanout on the critical path was 8. Adder and majority gate portion of the synthesized area: 0.02013. The post-synth tally of flip-flops with integrated enable was 1.

The type of the setup path with the least slack is input port to flip-flop. Setup repair after global routing left no endpoint under its margin. The final critical delay including setup and external delays was 5.980 ns. In the synthesis report, Yosys lists the chip area as 5594 um2.

The kind of cell with the highest combined delay along the critical path is simple AND/OR/NAND/NOR gates. The detailed placer's ending HPWL was 11300 um. The Yosys warning count came out at 1.

The combinational family with the most area after synthesis was simple AND/OR/NAND/NOR gates. The startpoint of the worst hold path is pwm_cnt[0]$_SDFF_PN0_. By area the synthesized netlist is led by dfxtp_1 26%, xnor2_1 9.4%, xor2_1 5.2%. After clock tree synthesis, the clock-pin slew on the worst setup and hold paths is 0.08 ns. The area of the mapped netlist was 5594 um2. Dividing the detail-routed via count by the number of cells gives 6.146. Across all setup checks in the final design, the least slack found is 3.120 ns. The part of the power in registers was 0.334.

The kind of launch point of the worst setup path is an input port. The max-cap check violation count was 0; the stage-log warning count was 28. The ratio of final minimum period to clock period was 0.6572. The fraction of layout instances using a drive strength above 1 came out at 0.06416.

The required time at the worst endpoint is listed as 9.35 ns. Port buffering added 9 buffers. The overall die width is 107.8 um. In this run the critical path is formed by clkdlybuf4s50_1 -> nor2b_1 -> o31ai_2 -> xnor2_1 -> ha_1 -> and2_1 -> nand3_1 -> or3_1 -> and4bb_2 -> xor2_1 -> nand4b_1 -> a2111oi_0 -> o2111a_1. TritonCTS built the clock tree. The tools report the remaining global-route overflow as 0. Post-cts resize count: 0.

The first TritonRoute pass finished after 5 iterations. The worst min-delay path endpoint was pwm_cnt[0]$_SDFF_PN0_. The multi-input combinational cells in the finished layout cover a total of 3891 um2. The highest clock rate this design can be run at is 167.2 MHz. Per the STA report, the cell with the highest stage delay on the worst path is nor2b_1.

The run finished with clean final reports. The script extracted a total leakage power of 2.005 nW. Per the OpenROAD floorplan log, the height of the die is 107.8 um. The sequential cells in the finished layout cover a total of 1471 um2. The root buffer cell chosen for the clock tree is clkbuf_8. The mean instance size in the synthesized netlist came out at 7.705 um2. The top-area cell type share of the netlist area works out to 0.2577. For the pin with the worst max-slew slack, the measured transition is 0.6784 ns. The detail route stage leaves a number of antenna-violating nets equal to 0. Buffers inserted to repair hold after CTS numbered 0. The chip occupies 11620 um2. The worst setup slack after placement was 2.912 ns; the count of buffering cells on the critical path with inverters included was 1. With the number of placement rows at 38, the final count of pins violating max slew is 0. Per the repair_timing log after CTS, setup buffers inserted total 0.

In this run the register-to-register setup slack is 4.10 ns. The run gives 0.182 for the clock share of power. The number of antenna violations at the first check in global routing was 0; the top-level I/O count was 10.

The DRC violation total after the first TritonRoute iteration was 348; the ratio of total power to cell area was 221.5 nW/um2. The endpoint of the lowest-slack register-to-register path was pwm$_DFFE_PP_. The logs give 0.5138 for the floorplan-stage core utilization and 123.3 uV for the worst supply voltage drop on vdd. STA puts the critical path data arrival time at 6.23 ns.

Endpoints failing hold in the final report were tallied at 0. Buffers inserted during clock tree synthesis total 9. The nature of the critical path endpoint is a flip-flop.

In this run, synthesis produced a sequential element count of 73. After synthesis, the design contains 726 cells according to Yosys. Simple-gate share of the synthesized area: 0.3782.

In the post-route report, total wirelength is listed as 14930 um. The clock sink total is 73, and the worst-skew pair later-pin latency is 0.38 ns. The headroom to the max-slew limit is 0.5450. The run gives 2 as the buffer levels on the longest clock path.
-- cell type report --
cell class,count,share of cell area
inverters,17,0.01082
clock buffers,9,0.02100
multi-input cells,598,0.6597
repair buffers,13,0.02036
clock inverters,7,0.008910
flip-flops and latches,73,0.2495
well taps,140,0.02970
-- state kept, by name, indices dropped and copies added, names as in the netlist --
register	flops
state	32
counter	4
btn_chk	4
pwm_cnt	32
pwm	1
-- worst register-to-register path, stage by stage, from the launching register on --
cell,delay (ns)
dfxtp_1,0.38
inv_1,0.14
ha_1,0.20
nor4bb_1,0.30
nand4_1,0.20
o31ai_2,0.67
mux2i_1,0.46
ha_1,0.23
and2_1,0.34
nand3_1,0.16
or3_1,0.39
and4bb_2,0.40
xor2_1,0.27
nand4b_1,0.15
a2111oi_0,0.34
o2111a_1,0.25
-- worst max-delay path by stage --
stage	depth (start not counted)	to	start
4_1_cts	13	pwm$_DFFE_PP_	usr_btn[3]
5_1_grt	12	pwm$_DFFE_PP_	usr_btn[3]
6_report	13	pwm$_DFFE_PP_	usr_btn[3]
-- through the flow --
| step | hold WS [ns] | util | std cells |
|---|---|---|---|
| CTS | 0.5527 | 0.5417 | 857 |
| detailed placement | 0.5335 | 0.5255 | 841 |
| floorplan | 0.4874 | - | 726 |
| global placement | 0.5159 | 0.5255 | 841 |
| global route | 0.5810 | 0.5417 | 857 |
| finish | 0.5500 | 0.5417 | 857 |
-- layer usage --
metal  vias up  share of wire  GRT usage
met2       178           0.47     0.4460
met5         -              0          0
met4         0          0.030    0.06947
li1       2627              -          -
met3        33          0.064    0.05802
met1      2429           0.44     0.3771
-- cell families (layout without fill, tap and decap cells) --
logic type | Yosys count | after routing
simple gates | 388 | 388
compound gates | 96 | 96
xor+xnor | 94 | 94
flops | 73 | 73
buf+inv | 55 | 46
mux | 11 | 11
fa+ha+maj | 9 | 9
-- power by group through the flow --
stage / registers [mW] / logic, mW / clock network (mW)
global route: 0.445 / 0.698 / 0.259
CTS: 0.435 / 0.624 / 0.245
finish: 0.437 / 0.632 / 0.238
-- synth_stat cells (7+ instances only) --
cell type	instances
a21oi_1	14
and2_1	25
and3_1	19
and4_1	12
buf_2	9
clkbuf_1	25
dfxtp_1	72
ha_1	9
inv_1	17
mux2i_1	9
nand2_1	53
nand3_1	51
nand4_1	25
nor2_1	72
nor2b_1	8
nor3_1	42
nor4_1	20
o21ai_0	15
or3_1	17
or4_1	7
xnor2_1	60
xor2_1	33
Power figures rest on the tool's default switching activity, not on a simulated workload.
